$ cat flow/config.mk
export PLATFORM = sky130hd
export DESIGN_NAME = bottle_counter
export DESIGN_NICKNAME = bottle_counter
export VERILOG_FILES = /design/flow/design.v
export SDC_FILE = /design/flow/constraint.sdc
export NUM_CORES = 4
export LEC_CHECK = 1
export CORE_UTILIZATION = 40
$ cat flow/constraint.sdc
current_design bottle_counter

set clk_period 2.6
set clk_io_pct 0.2

create_clock -name clk0 -period $clk_period [get_ports {rst}]

set non_clock_inputs [all_inputs -no_clocks]
set_input_delay [expr $clk_period * $clk_io_pct] -clock clk0 $non_clock_inputs
set_output_delay [expr $clk_period * $clk_io_pct] -clock clk0 [all_outputs]
$ cat flow/design.v
module bottle_counter(
		input wire[11:0] distance_out,
		input wire done,
		inout wire rst,
		output reg[11:0] bottle_250ml_counter,
		output reg[11:0] bottle_500ml_counter,
		output reg[11:0] bottle_1250ml_counter,
		output reg error);
	always @(negedge done or posedge rst) begin
		if(!done) begin
			bottle_250ml_counter = 12'b0;
			bottle_500ml_counter = 12'b0;
			bottle_1250ml_counter = 12'b0;
			error = 1'b0;
		end
		else begin
			if(distance_out > 12'd39 && distance_out < 12'd45) begin
				bottle_250ml_counter = bottle_250ml_counter + 12'd1;
				error = 1'b0;
			end
			else if(distance_out > 12'd15 && distance_out < 12'd25) begin
				bottle_500ml_counter = bottle_500ml_counter + 12'd1;
				error = 1'b0;
			end
			else if(distance_out > 12'd10 && distance_out < 12'd15) begin
				bottle_1250ml_counter = bottle_1250ml_counter + 12'd1;
				error = 1'b0;
			end
			else
				error = 1'b1;
		end
	end
endmodule
$ cat flow/run.sh
#!/bin/bash
# OpenROAD 26Q1-2900-gdf79404cd8, Yosys 0.63+post, stock flow scripts
make -C /OpenROAD-flow-scripts/flow DESIGN_CONFIG=/design/flow/config.mk WORK_HOME=/design/flow/orfs finish
==> flow.log <==
[report] extracting results
INFO  metric timing_hold_violations_final = 0
INFO  metric powerDensity = 417 nW/um2
INFO  metric worst_slew_pin_slew = 437 ps
INFO  metric final-setup-viol-count = 0
INFO  metric synth.top_cell.area_share = 0.511
INFO  metric wl_per_cell = 12.9 um
INFO  metric floorplanUtilization = 0.416
INFO  metric ctsHtreeMaxLevel = 2
INFO  metric summed_negative_setup_slack_over_all_endpoints = 0 ps
INFO  metric synthDominantAreaCellType = sky130_fd_sc_hd__dfrtp_1
INFO  metric postRouteWirelength = 3550 um
INFO  metric dieHeight = 69.3 um
INFO  metric grt_max_degree = 20
INFO  metric clock-sinks = 37
INFO  metric setup.worst_path.end_class = flip-flop
INFO  metric edf_count = 0
INFO  metric openroad.warnings = 26
INFO  metric final_design_area_no_fill = 2480 um2
INFO  metric detail_route.first_pass.iterations = 4
INFO  metric global_route.usage.total = 0.170
INFO  metric synth.top_cells.by_area = sky130_fd_sc_hd__dfrtp_1 51%, sky130_fd_sc_hd__xnor2_1 12%, sky130_fd_sc_hd__xor2_1 4.3%
INFO  metric skew_pair_late_insertion_delay = 280 ps
INFO  metric finalClockSkew = 2.91 ps
INFO  metric post_route_drc_violation_count = 0
INFO  metric std_cell_rows = 24
INFO  metric clockRootBuffer = sky130_fd_sc_hd__clkbuf_8
INFO  metric drive_above_1_share = 0.103
INFO  metric yosys_area = 1810 um2
INFO  metric synth_top_cell_by_count = sky130_fd_sc_hd__dfrtp_1
INFO  metric timing.final.crit_period = 2170 ps
INFO  metric hpwl = 2650 um
INFO  metric hp-class = input port to asynchronous set/reset pin
INFO  metric period_used_share = 0.834
INFO  metric grt_first_pass_wirelength = 6580 um
INFO  metric detailedPlace.worstSlack = 130 ps
INFO  metric synth-warning-count = 1
INFO  metric n_antenna_cell = 0
INFO  metric path_max_fanout = 13
INFO  metric max-clock-path-buffers = 2
INFO  metric grt-ovfl-total = 0
INFO  metric worst_setup_hold_path_clk_slew = 70 ps
INFO  metric pin_count = 51
INFO  metric ys_seq_elements = 37
INFO  metric tritoncts.num_buffers = 5
INFO  metric ir_drop = 0.200 mV
INFO  metric synthesis.area = 1810 um2
INFO  metric synth_top_flop_cell = sky130_fd_sc_hd__dfrtp_1
INFO  metric dr_total_vias = 1,371
INFO  metric drt.antenna.violating_nets = 0
INFO  metric place_congestion = 0.818
INFO  metric avgViaCountPerCell = 4.99
INFO  metric achievable-frequency = 461 MHz
INFO  metric setup.worst_path.start_class = input port
INFO  metric drt_iter0_markers = 49
INFO  metric synth-seq-area-share = 0.511
INFO  metric ys_types = 33
INFO  metric data_required_time_of_the_worst_path = 2760 ps
INFO  metric portBuffers = 50
INFO  metric area_growth_syn_to_layout = 36.9%
INFO  metric finalMaxSlewViolations = 0
INFO  metric number_of_cell_instances_after_yosys_synthesis = 164
INFO  metric worst-endpoint-arrival = 2330 ps
INFO  metric placeableCoreArea = 4350 um2
INFO  metric placed_area = 2390 um2
INFO  metric timing.max_cap.violations = 0
INFO  metric cts_resized = 0
INFO  metric synth.avg_cell_area = 11.1 um2
INFO  metric postSynth.asyncResetShare = 1.00
INFO  metric outcome = complete, no violations
INFO  metric die-width = 69.3 um
INFO  metric netlist_top_cells_count = 37 x sky130_fd_sc_hd__dfrtp_1, 24 x sky130_fd_sc_hd__xnor2_1, 12 x sky130_fd_sc_hd__nand2_1, 12 x sky130_fd_sc_hd__nand3_1, 11 x sky130_fd_sc_hd__nand4_1
INFO  metric antenna_violations_before_repair = 0
INFO  metric rsz0062_at_grt = no
INFO  metric post-cts-setup-buffer-count = 0
INFO  metric chip_area = 4810 um2
INFO  metric critical_path_class = input port to flip-flop
INFO  metric leakage = 1.05 nW
INFO  metric netlist_instances = 164
INFO  metric vias_in_the_first_global_route = 1,397
INFO  metric postLayoutSetupSlackWorst = 432 ps
INFO  metric untimed_endpoints = 1
INFO  metric worst_slew_margin_rel = 0.709
INFO  metric cts-hold-fix-buffers = 0
INFO  metric cts_tree = built
area by class of cell:
| cell class | instances | area [um2] |
|---|---|---|
| Fill cell | 348 | 1870 |
| Multi-Input combinational cell | 117 | 845 |
| Tap cell | 52 | 65.1 |
| Timing Repair Buffer | 55 | 533 |
| Sequential cell | 37 | 926 |
| Clock buffer | 7 | 86.3 |
| Inverter | 7 | 26.3 |
placed cells by master, fill, tap and decap left out, drive strengths merged, types with 6 or more instances in the layout:
cell | Yosys | final
nand2 | 12 | 12
clkdlybuf4s50 | 0 | 49
xnor2 | 24 | 24
buf | 2 | 6
xor2 | 9 | 9
dfrtp | 37 | 37
clkbuf | 1 | 7
nor3 | 9 | 9
inv | 7 | 7
nand3 | 12 | 12
nand4 | 11 | 11
nor2 | 9 | 9
layer usage:
layer,GRT usage,vias up,part of all wire
met5,0,-,0
met4,0.0204,0,0.016
met3,0.0265,7,0.036
met2,0.263,31,0.46
met1,0.270,649,0.49
li1,-,684,-
through the flow:
step	cells	total power, W	util	hold slack, ps
final	275	0.00103	0.570	172
after global routing	275	0.00108	0.570	189
after CTS	275	0.00105	0.570	181
after detailed placement	268	0.000654	0.550	470
after global placement	268	0.000653	0.550	459
after floorplan	164	0.000610	-	224
cell families (layout without fill, tap and decap cells):
logic type      Yosys count  after routing  share of synthesized area
simple gates             72             72                      0.233
flops                    37             37                      0.511
xor+xnor                 33             33                      0.159
buf+inv                  10             69                     0.0235
compound gates            6              6                     0.0338
fa+ha+maj                 3              3                     0.0207
mux                       3              3                     0.0186
critical path, cell delays in order:
cell and delay, ps:
sky130_fd_sc_hd__clkdlybuf4s50_1 400, sky130_fd_sc_hd__or4_4 590, sky130_fd_sc_hd__nor4b_4 260, sky130_fd_sc_hd__buf_4 220, sky130_fd_sc_hd__mux2_2 340
registers in the layout, summed over array words and instances, names as in the netlist:
signal / count
bottle_250ml_counter: 12
error: 1
bottle_500ml_counter: 12
bottle_1250ml_counter: 12
power by group:
| group | switching (W) | internal, W |
|---|---|---|
| Clock | 0.000182 | 0.000210 |
| Combinational | 0.0000254 | 0.0000326 |
| Sequential | 0.00000498 | 0.000579 |
final timing paths:
path / startpoint / to / slack, ps / depth (start not counted)
max in group asynchronous: done / bottle_1250ml_counter[6]$_DFFE_PN0P_ / 1830 / 2
setup reg to reg: bottle_500ml_counter[6]$_DFFE_PN0P_ / bottle_500ml_counter[11]$_DFFE_PN0P_ / 1230 / 4
min in group clk0: bottle_1250ml_counter[11]$_DFFE_PN0P_ / bottle_1250ml_counter[11]$_DFFE_PN0P_ / 480 / 1
hold / removal: done / bottle_500ml_counter[3]$_DFFE_PN0P_ / 170 / 1
setup / recovery: distance_out[9] / bottle_250ml_counter[1]$_DFFE_PN0N_ / 430 / 5
hold reg to reg: bottle_1250ml_counter[11]$_DFFE_PN0P_ / bottle_1250ml_counter[11]$_DFFE_PN0P_ / 480 / 1
No activity file was given, so power comes from the tool's default toggle rates.
