$ cat flow/run.sh
#!/bin/bash
# OpenROAD 26Q1-2900-gdf79404cd8, Yosys 0.63+post, stock flow scripts
make -C /OpenROAD-flow-scripts/flow DESIGN_CONFIG=/design/flow/config.mk WORK_HOME=/design/flow/orfs finish
$ cat flow/config.mk
export PLATFORM = sky130hd
export DESIGN_NAME = bh_to_bcd
export DESIGN_NICKNAME = bh_to_bcd
export VERILOG_FILES = /design/flow/design.v
export SDC_FILE = /design/flow/constraint.sdc
export NUM_CORES = 4
export LEC_CHECK = 1
export CORE_AREA = 10 10 84 84
export DIE_AREA = 0 0 94 94
$ cat flow/constraint.sdc
current_design bh_to_bcd

set clk_period 12.4
set clk_io_pct 0.2

create_clock -name clk0 -period $clk_period

set non_clock_inputs [all_inputs -no_clocks]
set_input_delay [expr $clk_period * $clk_io_pct] -clock clk0 $non_clock_inputs
set_output_delay [expr $clk_period * $clk_io_pct] -clock clk0 [all_outputs]
$ cat flow/design.v
module bh_to_bcd(
		input wire[11:0] binary,
		output reg[3:0] hundreds,
		output reg[3:0] tens,
		output reg[3:0] ones);
	integer i;
	always @(binary) begin
		hundreds = 4'd0;
		tens = 4'd0;
		ones = 4'd0;
		for (i = 11; i >= 0; i = i - 1) begin
			if (hundreds >= 5)
            hundreds = hundreds + 3;
			if (tens >= 5)
				tens = tens + 3;
			if (ones >= 5)
				ones = ones + 3;
			hundreds = hundreds << 1;
			hundreds[0] = tens[3];
			tens = tens << 1;
			tens[0] = ones[3];
			ones = ones << 1;
			ones[0] = binary[i];
		end
	end
endmodule
==> results.toml <==
# synthesis and place-and-route metrics
[sta]
fmax_mhz = 78.43
setup_ws_ns = -0.3497
hold_violations = 0
period_used_share = 1.028
relSlewSlack = 0.6296
tightest_slew_ns = 0.5401
min_period_ns = 12.75
report.final.slew_viol_count = 0
setup_viol = 5
rsz0062_at_grt = "yes"

[power]
p_leak_nw = 2.051
vdd_drop_max_mv = 0.7485
power_density_nw_per_um2 = 413.0

[synthesis]
ys_area_sq_um = 2432
synth-xor-area-share = 0.04578
mux_share = 0.09877
synth.distinct_cells = 77
yosys.area_share.adder = 0.09774
syn_area_sq_um = 2432
logic_family = "AND-OR/OR-AND gates"
yosys.area_share.aoi = 0.4516
syn_inst = 345
ys_seq_share = 0
simple_gate_area_frac = 0.2521
ys_warn_count = 1
synth_area_per_cell_sq_um = 7.050
ys_cells = 345

[hold_path]
min_from = "binary[0]"
worstHoldPathType = "input port to primary output"
whs_path_depth = 0
min_to = "ones[0]"

[run_status]
outcome = "finished, violations left"
violations = "setup timing"

[global_routing]
antenna_found_initial = 0
grt_usage = 0.1997
grt_max_degree = 16
grt_remaining_overflow = 0
grt_pass1_vias = 3279
grt_pass1_wl_mm = 15.11

[cells_and_area]
comb_area_sq_um = 2706
ff_latch_area_sq_um = 0
nClkBuffers = 0
instances_no_fill = 609
lay_top_count = "buf_4"
final_cell_mix = "buf_4, nor2_1, nand2_1"
n_fill_cell = 266
final_util = 0.8671
area_growth_pct = 85.55
n_sequential_cell = 0
layout-drive-gt1-share = 0.5158

[floorplanning]
core_area_sq_um = 5205
fp.dieH_um = 94
rows = 26
dieArea_sq_um = 8836
fp_util = 0.4673
die_x_um = 94
io_pins = 24

[setup_path]
critPathSlowestCell = "or3_4"
arrival_ns = 10.27
critPathBufInv = 30
end_kind = "primary output"
critPathLaunch = "binary[11]"
crit_required_ns = 9.92
worstSetupPathType = "input port to primary output"
critical-path-top-delay-family = "buffers and inverters"
crit_fanout = 4
startpoint_type = "input port"
critPathMaxStageDelay_ns = 0.41
crit_top_cell = "buf_4"
crit_cells = 53

[routing]
ant_nets = 0
drt-initial-drc-count = 219
wirelength_mm = 10.72
antenna-diode-count = 0
drc = 0
vias = 3650
wire_per_inst_um = 17.60
dr.pass1.iters = 6
vias_per_cell = 5.993

[place]
dpl.hpwl_mm = 5.326
gp_congestion = 0.9089
numPortBuffers = 22
placed_cells = 529

[job]
max_cap_viol_count = 0
warnings = 39

[clock_network]
cts-hold-fix-buffers = 0
[cell type report]
class | count | area share
Timing Repair Buffer | 204 | 0.3582
Multi-Input combinational cell | 311 | 0.5997
Tap cell | 70 | 0.01941
Inverter | 24 | 0.02273
[metal layers]
layer	global-route usage	wire [um]
met1	0.2674	4709
met2	0.3318	4618
met3	0.02342	1089
met4	0.04810	303
met5	0	0
[stage by stage]
step	area [sq um]	worst slack, ns	power [W]	setup TNS (ns)	hold slack [ns]
2_1_floorplan	2485	0.001726	0.0007578	0	5.026
3_3_place_gp	3517	-0.7538	0.001363	-4.145	4.960
3_5_place_dp	3517	-0.9177	0.001384	-4.952	4.960
4_1_cts	4163	-0.06246	0.001634	-0.1835	4.960
5_1_grt	4513	-0.5798	0.002023	-2.677	4.960
6_report	4513	-0.3497	0.001864	-1.174	4.960
[synth_stat cells, types with 3 or more instances]
| master | n | area [sq um] |
|---|---|---|
| o21ai_0 | 26 | 130.1 |
| mux2i_1 | 11 | 110.1 |
| ha_1 | 19 | 237.7 |
| a31oi_1 | 4 | 25.02 |
| xnor2_1 | 6 | 52.55 |
| a32oi_1 | 4 | 35.03 |
| or2_1 | 3 | 18.77 |
| or3_1 | 3 | 18.77 |
| a211oi_1 | 9 | 67.56 |
| a221o_1 | 5 | 50.05 |
| o211a_1 | 5 | 50.05 |
| a21oi_1 | 14 | 70.07 |
| nor2b_1 | 8 | 50.05 |
| o22ai_1 | 3 | 18.77 |
| o211ai_1 | 6 | 45.04 |
| nand2b_1 | 6 | 37.54 |
| nor3_1 | 13 | 65.06 |
| xor2_1 | 3 | 26.28 |
| nand2_1 | 25 | 93.84 |
| inv_1 | 23 | 86.33 |
| o221ai_1 | 3 | 26.28 |
| a21o_1 | 6 | 45.04 |
| nand3_1 | 6 | 30.03 |
| nor2_1 | 42 | 157.7 |
| o21a_1 | 4 | 30.03 |
| and2_1 | 4 | 25.02 |
| clkbuf_1 | 9 | 33.78 |
| mux2_2 | 4 | 45.04 |
| o21ai_1 | 5 | 25.02 |
| and4_1 | 3 | 26.28 |
[cell families after synthesis]
kind of cell | after synthesis
fa+ha+maj | 19
mux | 20
simple gates | 125
xor+xnor | 11
buf+inv | 34
compound gates | 136
[report_power, final]
| part | total [W] | switching [W] | internal (W) |
|---|---|---|---|
| clock network | 0 | 0 | 0 |
| logic | 0.00186 | 0.000791 | 0.00107 |
| registers | 0 | 0 | 0 |
[what timing repair did]
action	CTS	global route
gates resized	59	57
pin swaps	32	38
setup endpoints to repair	7	7
hold endpoints to repair	0	0
buffers inserted	62	20
[how the worst max path moves through the flow]
stage | to | slack (ns)
finish | hundreds[2] | -0.35
global route | hundreds[2] | -0.58
CTS | tens[1] | -0.06
No activity file was given, so power comes from the tool's default toggle rates.
